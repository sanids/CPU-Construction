<file path="design/flow/run.sh">
#!/bin/bash
# OpenROAD 26Q1-2900-gdf79404cd8, Yosys 0.63+post, stock flow scripts
make -C /OpenROAD-flow-scripts/flow DESIGN_CONFIG=/design/flow/config.mk WORK_HOME=/design/flow/orfs finish
</file>
<file path="design/flow/config.mk">
export PLATFORM = sky130hd
export DESIGN_NAME = regfile
export DESIGN_NICKNAME = regfile
export VERILOG_FILES = /design/flow/design.v
export SDC_FILE = /design/flow/constraint.sdc
export NUM_CORES = 4
export LEC_CHECK = 1
export CORE_UTILIZATION = 30
</file>
<file path="design/flow/design.v">
module regfile(data_in,writenum,write,readnum,clk,data_out);
    input [15:0] data_in;
    input [2:0] writenum, readnum;
    input write,clk;
    output [15:0] data_out;
    wire [15:0] R0, R1, R2, R3, R4, R5, R6, R7;
    wire [7:0] write_decout, read_decout, ANDed_out;
    Dec #(3,8) write_dec(writenum,write_decout); 
    ANDed andss(write_decout,write,ANDed_out);
    vDFFE #(16) writeR0(clk,ANDed_out[0],data_in,R0);
    vDFFE #(16) writeR1(clk,ANDed_out[1],data_in,R1);
    vDFFE #(16) writeR2(clk,ANDed_out[2],data_in,R2);
    vDFFE #(16) writeR3(clk,ANDed_out[3],data_in,R3);
    vDFFE #(16) writeR4(clk,ANDed_out[4],data_in,R4);
    vDFFE #(16) writeR5(clk,ANDed_out[5],data_in,R5);
    vDFFE #(16) writeR6(clk,ANDed_out[6],data_in,R6);
	vDFFE #(16) writeR7(clk,ANDed_out[7],data_in,R7);   
	Dec #(3,8) read_dec(readnum,read_decout);
    Mux8 #(16) MuxR(R0, R1, R2, R3, R4, R5, R6, R7, read_decout, data_out);
endmodule
module Dec(a, b);
 parameter n=3 ;
 parameter m=8 ;
 input [n-1:0] a ;
 output [m-1:0] b ;
 wire [m-1:0] b = 1<<a ;
endmodule
module vDFFE(clk,ANDed_out, in, out) ;
	parameter n=1;
	input clk,ANDed_out;
	input [n-1:0] in;
	output reg [n-1:0] out;
	wire [n-1:0] next_out;
	assign next_out = ANDed_out ? in:out;	
	always @(posedge clk)
		out=next_out;
endmodule
module ANDed(in,write,out);
 input [7:0] in;
 input write;
 output [7:0] out;
 assign out[0] = in[0] & write;
 assign out[1] = in[1] & write;
 assign out[2] = in[2] & write;
 assign out[3] = in[3] & write;
 assign out[4] = in[4] & write;
 assign out[5] = in[5] & write;
 assign out[6] = in[6] & write;
 assign out[7] = in[7] & write;
endmodule
module Mux8(R0,R1,R2,R3,R4,R5,R6,R7,load,out);
  	parameter k=1;
	input [k-1:0] R0,R1,R2,R3,R4,R5,R6,R7;
	input [7:0] load;
	output wire [k-1:0] out;
	assign out = 	({k{load[0]}} & R0) |
					({k{load[1]}} & R1) |
					({k{load[2]}} & R2) |
					({k{load[3]}} & R3) |
					({k{load[4]}} & R4) |
					({k{load[5]}} & R5) |
					({k{load[6]}} & R6) |
					({k{load[7]}} & R7);
endmodule
</file>
<file path="design/flow/constraint.sdc">
current_design regfile

set clk_period 3.4
set clk_io_pct 0.2

create_clock -name clk0 -period $clk_period [get_ports {clk}]

set non_clock_inputs [all_inputs -no_clocks]
set_input_delay [expr $clk_period * $clk_io_pct] -clock clk0 $non_clock_inputs
set_output_delay [expr $clk_period * $clk_io_pct] -clock clk0 [all_outputs]
</file>
==> flow_summary_export.csv <==
group,metric,value,unit
status,status,"completed",
cts,clk_pin_slew,0.06,ns
synthesis,ys.flop_type,"edfxtp_1",
cells_and_area,fin_util,0.391,
synthesis,netlist_instances,198,
final_timing,hold_viol,0,
final_timing,rsz0062_at_grt,"no",
synthesis,top_cell_area_share,0.773,
synthesis,syn_area_per_cell,25.1,µm²
synthesis,ys_async_sr_fraction,0,
cts,clk_path_buf_depth,2,
final_timing,max_slew.worst_pin.slew,0.306,ns
synthesis,edf_count,128,
detailed_routing,vias,2219,
floorplan,fp.dieW,131,µm
cts,cts_tree,"built",
placement,hpwl,4750,µm
pwr,power_leakage,2.07,nW
worst_setup_path,cp-end-kind,"output port",
grt,grt_antenna_before_repair,0,
detailed_routing,wl_per_cell,17.8,µm
synthesis,ys_seq_share,0.773,
synthesis,top_cell,"edfxtp_1",
grt,grt_pass1_vias,2422,
detailed_routing,drt-vias-per-instance,4.55,
final_timing,post-route-period-util,0.923,
cells_and_area,drive_gt1_frac,0.235,
detailed_routing,firstDrtPassIters,4,
detailed_routing,postRouteAntennaNets,0,
grt,grt_usage,0.116,
placement,routabilityCongestion,0.692,
flow_run,openroad.warnings,25,
pwr,total_power,3.79,mW
synthesis,syn-cell-area,0.00497,mm²
cts,htreeDepth,4,
synthesis,ys_cells,198,
flow_run,drv_cap,0,
synthesis,netlist.top_cell.by_area,"edfxtp_1",
placement,port_buffers,39,
grt,overflow,0,
worst_setup_path,startpoint_type,"primary input",
floorplan,initCoreUtil,0.310,
grt,grt_pass1_wl,13200,µm
cts,root_buffer,"clkbuf_16",
synthesis,yosysWarnings,1,
worst_hold_path,hold_class,"in2reg",
worst_setup_path,arrival,2.46,ns
synthesis,ys_area,0.00497,mm²
floorplan,ios,40,
worst_setup_path,required,2.72,ns
detailed_routing,antenna-diode-count,0,
cells_and_area,areaGrowthSynthToFinish,26.4,%
cts,hold_buffers,0,
floorplan,die_h,131,µm
detailed_routing,wl,8660,µm
final_timing,min_period,3.14,ns
pwr,p_per_area,604,mW/mm²
pwr,max-vdd-ir-drop,0.000337,V
detailed_routing,dr.first_iter.drc_count,131,
cts,postCtsSetupRepairBufs,0,
synthesis,synthDistinctLibCells,12,
grt,grt_max_degree,33,
final_timing,max_freq,319,MHz
cells_and_area,regArea,0.00384,mm²
detailed_routing,drc,0,
cts,clock_sinks,128,
synthesis,topCellsByArea,"edfxtp_1 77%, mux4_1 15%, mux2_2 3.6%, mux4_2 1.8%, buf_6 0.91%",
worst_setup_path,critPathMaxFanout,32,
synthesis,common_cells,"128 x edfxtp_1, 28 x mux4_1, 16 x mux2_2",
floorplan,chipArea,0.0171,mm²
floorplan,coreArea,0.0161,mm²
floorplan,rows,46,
cts,cts_resized,0,
final_timing,tns,0,ns
cells_and_area,layout.area.comb,0.00107,mm²
cells_and_area,fillCellCount,1386,
synthesis,ys_seq_elements,128,
final_timing,maxSlewViolCount,0,
worst_setup_path,path_class,"in2out",
final_timing,slew_headroom,0.796,
final_timing,setup_viol,0,
cts,numCtsBuffers,17,
[state kept, by name, indices dropped and copies added (netlist names)]
| signal | flops |
|---|---|
| writeR5.out | 16 |
| writeR4.out | 16 |
| writeR7.out | 16 |
| writeR1.out | 16 |
| writeR3.out | 16 |
| writeR2.out | 16 |
| writeR0.out | 16 |
| writeR6.out | 16 |
[routing by layer]
metal	vias up	global-route usage	wire (µm)
met1	1103	0.139	3170
met5	-	0	0
met4	0	0.0128	34
met3	2	0.0846	1140
met2	118	0.180	4320
li1	996	-	-
[cells in the final DEF (no fill, tap or decap)]
master           synthesis  final
buf_12                   0      2
buf_2                    0      1
buf_4                    0     10
bufinv_16                0      3
clkbuf_1                 1      1
clkbuf_16                0     17
clkdlybuf4s50_1          0     38
clkinv_1                 0      2
clkinv_2                 0      1
clkinv_4                 0      2
clkinvlp_4               0      5
edfxtp_1               128    128
inv_6                    0      1
mux2_2                  16     16
mux4_1                  28     28
mux4_2                   4      4
nand2_1                  2      2
nand2b_1                 3      3
nor2_1                   6      6
nor3_2                   0      2
[power by group]
| group | total, mW | leakage [nW] | switching [mW] | internal, mW |
|---|---|---|---|---|
| logic | 0.212 | 0.630 | 0.0860 | 0.126 |
| registers | 1.80 | 1.16 | 0.00866 | 1.79 |
| clock network | 1.78 | 0.274 | 0.634 | 1.15 |
[worst max-delay path: stages]
cell	delay (ns)
clkdlybuf4s50_1	0.51
buf_12	0.22
mux4_1	0.30
mux2_2	0.31
clkdlybuf4s50_1	0.41
[path summary, 6_finish.rpt]
kind	start	endpoint	slack (ns)	cells after the start
setup / recovery	readnum[1]	data_out[9]	0.26	5
hold / removal	data_in[10]	writeR4.out[10]$_DFFE_PP_	1.0	1
[metrics by stage]
step / instance area (µm²) / cells / setup WS [ns] / hold slack, ns
floorplan: 4970 / 198 / 0.997 / 0.779
global placement: 5690 / 456 / 0.242 / 1.41
detailed placement: 5690 / 456 / 0.254 / 1.43
CTS: 6280 / 488 / 0.241 / 0.992
global route: 6280 / 488 / 0.166 / 1.01
finish: 6280 / 488 / 0.262 / 0.998
[cells by family (layout without fill, tap and decap cells)]
group         count (synthesis)  in the layout  share of synthesized area
simple gates                 13             13                     0.0118
mux                          48             48                      0.202
flops                       128            128                      0.773
buf+inv                       9             83                     0.0131
[layout make-up]
cell class / instances / area share
clock buffers: 18 / 0.0683
clock inverters: 14 / 0.0265
multi-input cells: 61 / 0.171
flip-flops and latches: 128 / 0.612
well taps: 216 / 0.0430
repair buffers: 51 / 0.0796
Power is estimated from default activity; no workload was simulated.
