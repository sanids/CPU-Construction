`./config.mk`:
```
export PLATFORM = sky130hd
export DESIGN_NAME = ALU
export DESIGN_NICKNAME = ALU
export VERILOG_FILES = /design/flow/design.v
export SDC_FILE = /design/flow/constraint.sdc
export NUM_CORES = 4
export LEC_CHECK = 1
export CORE_AREA = 10 10 96 96
export DIE_AREA = 0 0 106 106
```
`./constraint.sdc`:
```
current_design ALU

set clk_period 12.9
set clk_io_pct 0.2

create_clock -name clk0 -period $clk_period

set non_clock_inputs [all_inputs -no_clocks]
set_input_delay [expr $clk_period * $clk_io_pct] -clock clk0 $non_clock_inputs
set_output_delay [expr $clk_period * $clk_io_pct] -clock clk0 [all_outputs]
```
`./design.v`:
```
module ALU(Ain,Bin,ALUop,out,Z);
    input [15:0] Ain,Bin;
    input [1:0] ALUop;
    output [15:0] out;
    output [2:0] Z;
    reg [15:0] out;
    wire ovf;
    wire[15:0] sout;
    AddSub #(16) overflow(Ain,Bin,1'b1,sout,ovf);
    assign Z= {((out==16'b0) ? 1'b1 : 1'b0),ovf,out[15]};     
    always @(*) begin
        case (ALUop)
            2'b00 : out = Ain + Bin;
            2'b01 : out = Ain - Bin;
            2'b10 : out = Ain & Bin;
            2'b11 : out = ~Bin;
        endcase
    end
endmodule
module AddSub(a,b,sub,s,ovf);
  parameter n = 8;
  input [n-1:0] a, b;  
  input sub ;  
  output [n-1:0] s;
  output ovf;   
  wire c1, c2;
  assign ovf = c1 ^ c2;  
  Adder1 #(n-1) ai(a[n-2:0],b[n-2:0]^{n-1{sub}},sub,c1,s[n-2:0]);
  Adder1 #(1) as(a[n-1],b[n-1]^sub,c1,c2,s[n-1]);
endmodule 
module Adder1(a,b,cin,cout,s);
  parameter n = 8;
  input [n-1:0] a, b;
  input cin ;
  output [n-1:0] s;
  output cout;
  assign {cout, s} = a + b + cin;
endmodule
```
`./run.sh`:
```
#!/bin/bash
# OpenROAD 26Q1-2900-gdf79404cd8, Yosys 0.63+post, stock flow scripts
make -C /OpenROAD-flow-scripts/flow DESIGN_CONFIG=/design/flow/config.mk WORK_HOME=/design/flow/orfs finish
```
==> run notes <==
The flow ran to the end, and the final reports show no timing, DRC or antenna violations. The run gives 0 as the number of pins exceeding their max-slew limit in the final report. In this run, the clock network consumes 0% of the power.

The post-synthesis cell area came out at 1970 sq um. Yosys mapped the design onto 54 distinct sky130hd cell types. The analysis reports a worst IR drop on VDD of 0.0211 mV. The synthesis report lists the most area-consuming cells as sky130_fd_sc_hd__ha_1, sky130_fd_sc_hd__xnor2_1, sky130_fd_sc_hd__nand2_1. With the fraction of the core area covered by cells at the end of the flow at 35.7%, the number of fill cells in the layout is 759. The layout summary lists the proportion of cells stronger than drive strength 1 as 3.90%.

Including well taps, the total number of placed cells is 407. At the end of routability-driven placement, the weighted congestion stood at 0.875. The worst min-delay path class was in2out.

The synthesis stats list as the most numerous cell sky130_fd_sc_hd__ha_1. Count of routing violations after the opening detailed-route iteration: 73. Between the synthesized netlist and the finished layout, the area growth was recorded as 31.0%. Dividing the final minimum period by the clock period gives 76.4%. According to the floorplan report, the die width is 106 um. The critical path class is in2out. The final hold violation count recorded for this run is 0. The run gives 9.86 ns for the minimum clock period. The data arrival at the endpoint of the critical path is 7.28 ns, and the number of cell instances after yosys synthesis is 263. For the max capacitance violation total, the log shows 0. The yosys stat chip area was 1970 sq um; the flip-flop and latch area was 0 sq um.

Switching share of total power: 46.4%. In the power breakdown, the internal column shows 67.4 uW. STA classifies the critical path endpoint as a primary output. Before CTS, the worst setup slack after placement is 3.05 ns. Counting instances in the post-synthesis netlist gives the leading cell types as sky130_fd_sc_hd__ha_1, sky130_fd_sc_hd__nand2_1, sky130_fd_sc_hd__xnor2_1, sky130_fd_sc_hd__inv_1, sky130_fd_sc_hd__o21ai_0. Total power divided by cell area: 48.8 nW/um^2. The logs give 53 for the number of primary I/O pins and 407 for the final standard cell count with taps included and fillers excluded.

Per the OpenROAD power report, switching power amounts to 58.4 uW. The core box area came out at 7210 sq um. At the worst endpoint, the required time is 10.32 ns.

The number of gates resized after CTS was 0. The synthesized netlist handed to floorplanning was reported with a cell count of 263. Average wire length per cell after detail routing: 13.9 um.

The run gives 29.3% for the top-area cell type share of the netlist area. Buffers inserted to repair hold after CTS numbered 0. After clock tree synthesis, the setup repair step added 0 buffers. The initial antenna violation count was 0; the global-route wire length before repair was 9770 um. The stage logs contain a warning count of 47. The worst setup path is launched from a primary input. Per the timing report, the biggest fanout along the worst path comes to 31. The largest net degree at the start of global routing came out at 36. The flip-flop and latch count is 0. The chip occupies 11,200 sq um. The logs give 100.0% for the combinational share of power and 63.7% for the worst slew margin relative to its limit.

Setup repair after global routing left no endpoint under its margin. After synthesis, the mean cell area works out to 7.47 sq um. With the maximum achievable frequency at 0.101 GHz, the detailed-route DRC error count is 0. The run gives 1,999 for the number of global-route vias before repair. The largest total area in the synthesized netlist belongs to sky130_fd_sc_hd__ha_1. Detailed placement ended at an HPWL of 4860 um.

The tools report the global-route total usage across every layer as 10.2%. The vertical die dimension reported for this design is 106 um. Before placement the cells fill 27.2% of the core. Of the total power, registers draw 0%. The report lists the number of standard-cell rows as 31.

The tools report the register share after synthesis as 0%. For the final setup violation count, the log shows 0. The tools report the count of yosys warnings during synthesis as 1. The pin slew with the least headroom to its limit works out to 0.540 ns. The final antenna diode tally reported by the flow is 0. The run gives 0 for the number of antenna-violating nets in the routed design. The global route stage reports its total congestion overflow as 0. Summed over all layers, the routed wires come to 5650 um. In the finished layout, the clock tree contains a buffer count of 0. The count of buffers from port buffering was 53. The pre-antenna-repair detailed-routing pass consisted of 4 iterations. With the total via count in the routed design at 1,985, the mean number of vias per cell is 4.88. Summed over all cells, the static leakage comes to 0.00112 uW. After routing, the total negative slack on setup checks comes to 0 ns.

The minimum setup slack in the final design was 3.04 ns; the smallest hold slack was 6.29 ns.
-- area by class of cell --
cell class	count	area, sq um	area share [%]
multi-input cells	232	1830	70.9
repair buffers	55	546	21.2
well taps	99	124	4.81
inverters	21	78.8	3.06
-- final timing paths --
kind	startpoint	to	slack, ns	depth (start not counted)
setup / recovery	ALUop[0]	Z[2]	3.04	15
hold / removal	Ain[0]	out[0]	6.29	5
-- worst max-delay path: stages --
cell,delay [ns]
sky130_fd_sc_hd__clkdlybuf4s50_1,0.45
sky130_fd_sc_hd__buf_4,0.30
sky130_fd_sc_hd__nor2b_1,0.50
sky130_fd_sc_hd__o21ai_0,0.20
sky130_fd_sc_hd__xnor2_1,0.17
sky130_fd_sc_hd__ha_1,0.24
sky130_fd_sc_hd__or2_1,0.27
sky130_fd_sc_hd__o311ai_1,0.33
sky130_fd_sc_hd__mux2i_1,0.22
sky130_fd_sc_hd__nand2_1,0.07
sky130_fd_sc_hd__or4b_1,0.59
sky130_fd_sc_hd__or4_1,0.48
sky130_fd_sc_hd__nor4_2,0.18
sky130_fd_sc_hd__o2111a_1,0.22
sky130_fd_sc_hd__clkdlybuf4s50_1,0.47
-- layer usage --
| layer | track usage (%) | part of all wire (%) | up-vias |
|---|---|---|---|
| met5 | 0 | 0 | - |
| met4 | 0 | 0 | 0 |
| li1 | - | - | 1056 |
| met2 | 17.4 | 45 | 51 |
| met3 | 2.02 | 6.7 | 0 |
| met1 | 13.8 | 48 | 878 |
-- per-stage QoR --
stage / area (sq um) / total power, uW
final: 2570 / 126
after global routing: 2570 / 143
after CTS: 2570 / 128
after detailed placement: 2570 / 127
after global placement: 2570 / 127
after floorplan: 1970 / 76.5
-- cell usage in the layout, fill, tap and decap left out, drive strengths merged, types with 3 or more instances in the layout --
cell type      Yosys  final
nand2             21     21
nor4               4      4
o21a              10     10
o31ai              5      5
a21o               5      5
a21oi             13     13
mux2i              4      4
xor2               5      5
ha                46     46
a31oi              5      5
mux2               4      4
clkdlybuf4s50      0     53
xnor2             21     21
o21ai             22     22
nor2              11     11
o211ai             8      8
nand4              3      3
nor2b              5      5
nor3               6      6
inv               21     21
nand2b             4      4
-- cells by family after synthesis --
kind of cell	after synthesis	synth area share (%)
adder cells (fa/ha/maj)	47	30.3
XOR/XNOR	26	11.6
buffers and inverters	31	7.06
AND/OR/NAND/NOR	70	19.4
multiplexers	8	4.33
AND-OR/OR-AND	81	27.3
-- power by group through the flow --
| stage | registers [uW] | logic (uW) | clock network, uW |
|---|---|---|---|
| 5_1_grt | 0 | 143 | 0 |
| 6_report | 0 | 126 | 0 |
| 4_1_cts | 0 | 128 | 0 |
Power is estimated from default activity; no workload was simulated.
